`config.mk`:
```
export PLATFORM = sky130hd
export DESIGN_NAME = vga_controller
export DESIGN_NICKNAME = vga_controller
export VERILOG_FILES = /design/flow/design.v
export SDC_FILE = /design/flow/constraint.sdc
export NUM_CORES = 4
export LEC_CHECK = 1
export CORE_AREA = 10 10 70 70
export DIE_AREA = 0 0 80 80
```
`constraint.sdc`:
```
current_design vga_controller

set clk_period 1.0
set clk_io_pct 0.2

create_clock -name clk0 -period $clk_period [get_ports {clk}]

set non_clock_inputs [all_inputs -no_clocks]
set_input_delay [expr $clk_period * $clk_io_pct] -clock clk0 $non_clock_inputs
set_output_delay [expr $clk_period * $clk_io_pct] -clock clk0 [all_outputs]
```
`design.v`:
```
`timescale 1ns / 1ps
module vga_controller(
    input wire clk,              
    input wire reset,            
    output reg h_sync,           
    output reg v_sync,           
    output reg [2:0] rgb         
);
    localparam H_TOTAL = 10;   
    localparam V_TOTAL = 6;    
    reg [3:0] h_counter = 0;   
    reg [2:0] v_counter = 0;   
    reg pixel_clk;
    reg [1:0] clk_div = 0;
    always @(posedge clk) begin
        clk_div <= clk_div + 1;
        pixel_clk <= clk_div[1];  
    end
    always @(posedge pixel_clk or posedge reset) begin
        if (reset) begin
            h_counter <= 0;
            v_counter <= 0;
        end else begin
            if (h_counter < H_TOTAL - 1) begin
                h_counter <= h_counter + 1;
            end else begin
                h_counter <= 0;
                if (v_counter < V_TOTAL - 1) begin
                    v_counter <= v_counter + 1;
                end else begin
                    v_counter <= 0;
                end
            end
        end
    end
    always @(posedge pixel_clk) begin
        h_sync <= (h_counter >= 7);   
        v_sync <= (v_counter >= 3);   
    end
    always @(posedge pixel_clk) begin
        if (h_counter < H_TOTAL && v_counter < V_TOTAL) begin
            case ({h_counter[2], v_counter[2]})
                2'b00: rgb <= 3'b100;  
                2'b01: rgb <= 3'b010;  
                2'b10: rgb <= 3'b001;  
                default: rgb <= 3'b111;  
            endcase
        end else begin
            rgb <= 3'b000;  
        end
    end
endmodule 
```
`run.sh`:
```
#!/bin/bash
# OpenROAD 26Q1-2900-gdf79404cd8, Yosys 0.63+post, stock flow scripts
make -C /OpenROAD-flow-scripts/flow DESIGN_CONFIG=/design/flow/config.mk WORK_HOME=/design/flow/orfs finish
```
==> flow_metrics.tcl <==
# collected from the flow reports
set metrics [dict create \
    layout.area.comb_sq_um 279.0 \
    synth_area_per_cell_sq_um 11.85 \
    initial_antenna_violation_count 0 \
    unconstrained_endpoints 17 \
    top_cells_by_area "sky130_fd_sc_hd__dfrtp_1 27%, sky130_fd_sc_hd__dfxtp_1 25%, sky130_fd_sc_hd__ha_1 13%, sky130_fd_sc_hd__mux2_4 4.6%, sky130_fd_sc_hd__inv_1 3.5%" \
    crit_path_cell_trace "xor2_1" \
    final-setup-viol-count 0 \
    cts.repair_timing.setup_buffer_count 0 \
    outcome "complete, no violations" \
    route.detailed.wl_per_inst_um 8.118 \
    yosysTopAreaCellShare 0.2687 \
    warnings 28 \
    gpl_congestion 0.7336 \
    grt_overflow_total 0 \
    via_count_of_the_first_global_routing_pass 410 \
    post-dp-hpwl_um 725.9 \
    finalWirelength_um 893 \
    reg2reg_slack_ns 0.43 \
    placedCellCount 106 \
    synth_stat.cells 55 \
    preCtsSetupSlack_ns 0.4307 \
    critical_path.startpoint_type "flip-flop" \
    detail_route.first_pass.iterations 4 \
    layout.filler_cells 372 \
    viasPerCell 3.427 \
    static-leakage-power_nw 0.3657 \
    die_h_um 80 \
    setup_total_negative_slack_ns 0 \
    synth_seq_share 0.5144 \
    yosysTopAreaCell "sky130_fd_sc_hd__dfrtp_1" \
    cell_area_after_synthesis_sq_um 651.9 \
    path_clk_slew_ns 0.04 \
    number_of_slew_limit_violations_in_the_final_report 0 \
    place.port_buffers 6 \
    period_used_share 0.5700 \
    fp_rows 21 \
    worst_ep_arrival_time_ns 0.69 \
    yosys-stat-area_sq_um 651.9 \
    clock_path_buffers 2 \
    mostFrequentLayoutCell "sky130_fd_sc_hd__dfxtp_1" \
    drt_first_iter_violations 10 \
    layout.area.seq_sq_um 335.3 \
    max_freq_mhz 1755 \
    ys.flops 15 \
    synth_cells 55 \
    wire_length_of_the_first_global_routing_pass_um 1814 \
    core_region_area_sq_um 3416 \
    cts_buffers 3 \
    cts_resized 0 \
    die_area_sq_um 6400 \
    detail_route.antenna_diodes 0 \
    slowest_delay_ns 0.31 \
    io-pin-count 7 \
    crit_buf_inv 0 \
    report.final.hold_viol_count 0 \
    area.growth.synth_to_final_pct 19.77 \
    timing.max_slew.rel_slack 0.7676 \
    worst-endpoint-required_ns 1.12 \
    min-delay-path-class "reg2reg" \
    finClkSkew_ns 0.003043 \
    tritoncts "built" \
    ir_drop_worst_vdd_v 0.0006170 \
    synth.yosys.warnings 1 \
    endpoint_kind "flip-flop" \
    powerDensity_nw_per_um2 431.9 \
    critical-path-slowest-cell "sky130_fd_sc_hd__dfxtp_1" \
    hold_slack_ns 0.3590 \
    worst_slew_pin_slew_ns 0.3482 \
    critPathTopFamily "flip-flops" \
    mostFrequentLayoutCells "8 x sky130_fd_sc_hd__dfxtp_1, 7 x sky130_fd_sc_hd__ha_1, 7 x sky130_fd_sc_hd__dfrtp_1" \
    grt_util_all_layers 0.03279 \
    rsz0062_at_grt "false" \
    number_of_register_pins_that_no_clock_reaches 12 \
    pin_count_of_the_biggest_net_entering_global_routing 13 \
    detail_route.drc_violations 0 \
    cap_violations 0 \
    clock_latency_ns 0.23 \
    criticalPathCategory "reg2reg" \
    root_buffer "sky130_fd_sc_hd__clkbuf_4" \
    netlist-cell-type-count 22 \
    critical_path.max_fanout 2 \
    layout_setup_ws_ns 0.4300 \
    min_period_ns 0.5700 \
    drtAntennaViolNets 0 \
    postCtsHoldBufs 0 \
    initCoreUtil 0.1908 \
    routed-via-count 377 \
    clock_tree.htree_level_count 1 \
    layoutNonFillerInstCount 110 \
    dieWidth_um 80 \
    final_layout_size_suffix_gt1_frac 0.1406 \
]
## layout make-up
cell class,instances,area share
Inverter,6,0.02885
Tap cell,46,0.07372
Multi-Input combinational cell,33,0.3574
Timing Repair Buffer,6,0.07692
Sequential cell,15,0.4295
Clock buffer,4,0.03365
## through the flow
stage                       util  total power, mW  area, sq um
after global routing      0.2286           0.3702        780.7
after global placement    0.2209           0.1317        754.5
after CTS                 0.2286           0.3500        780.7
after floorplan                -           0.1263        651.9
after detailed placement  0.2209           0.1319        754.5
final                     0.2286           0.3372        780.7
## path summary, 6_finish.rpt
check,from,cells after the start,endpoint
worst max-delay path,clk_div[0],1,clk_div[1]
worst min-delay path,clk_div[1],0,pixel_clk
worst max register to register,clk_div[0],1,clk_div[1]
worst min register to register,clk_div[1],0,pixel_clk
## cells in the mapped netlist (all sizes together)
master,number
nand2b,1
a21oi,3
and3,1
dfrtp,7
xor2,1
mux2,2
o2bb2ai,1
nor2,5
ha,7
o21a,1
nand2,3
inv,6
nand3,2
a21o,1
xnor2,1
a211o,1
dfxtp,8
o41ai,1
o21ai,1
buf,1
and2,1
## where the power goes
group | total (mW) | switching (mW) | leakage [nW] | internal (mW)
clock | 0.208 | 0.0584 | 0.0150 | 0.149
sequential | 0.120 | 0 | 0.153 | 0.120
combinational | 0.00952 | 0.00587 | 0.198 | 0.00365
## per-layer routing
layer | wire length (um) | up-vias | track usage | part of all wire
met1 | 448 | 172 | 0.04192 | 0.50
met4 | 0 | 0 | 0.007042 | 0
met3 | 63 | 0 | 0.009091 | 0.071
li1 | - | 199 | - | -
met5 | 0 | - | 0 | 0
met2 | 381 | 6 | 0.05377 | 0.43
## logic make-up (layout without fill, tap and decap cells)
kind of cell	count (synthesis)	in the layout	synth area share
AOI/OAI and AO/OA	9	9	0.1075
xor gates and xnor gates	2	2	0.02688
adders and majority gates	7	7	0.1344
buffers and inverters	7	16	0.05757
DFF	15	15	0.5144
muxes	2	2	0.04607
and+or+nand+nor	13	13	0.1133
## registers in the layout (all words and copies together) (netlist names)
name and count:
h_counter 4, rgb 3, v_counter 3, clk_div 2, h_sync 1, pixel_clk 1
v_sync 1
No activity file was given, so power comes from the tool's default toggle rates.
